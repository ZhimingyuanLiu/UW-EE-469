$ cat ./run.sh
#!/bin/bash
# OpenROAD 26Q1-2900-gdf79404cd8, Yosys 0.63+post, stock flow scripts
make -C /OpenROAD-flow-scripts/flow DESIGN_CONFIG=/design/flow/config.mk WORK_HOME=/design/flow/orfs finish
$ cat ./config.mk
export PLATFORM = sky130hd
export DESIGN_NAME = movk
export DESIGN_NICKNAME = movk
export VERILOG_FILES = /design/flow/design.v
export SDC_FILE = /design/flow/constraint.sdc
export NUM_CORES = 4
export LEC_CHECK = 1
export CORE_AREA = 10 10 106 106
export DIE_AREA = 0 0 116 116
$ cat ./design.v
`timescale 1ns/1ps
module movz(shamt,imm16,result,rd_result);
	input logic [1:0] shamt;
	input logic [15:0] imm16;
	output logic[63:0] result;
	output logic[63:0] rd_result;
	logic [63:0] multOutLow;
	logic [63:0] multOutHigh;
	logic [5:0] shiftAmount;
	logic [63:0] Imm64;
	logic [63:0] temp;
	mult one({62'b0,shamt}, 64'b0000000000000000000000000000000000000000000000000000000000010000, 1'b0, multOutLow, multOutHigh); 
	assign shiftAmount = multOutLow[5:0];
	assign Imm64 = {48'b0, imm16};
	assign temp = {48'b111111111111111111111111111111111111111111111111,16'b0};
	shifter moveIt(Imm64, 1'b0, shiftAmount, result);
	neg_shifter move(temp, 1'b0, shiftAmount, rd_result);
endmodule 
module movk(RegRd,datain, result, movz_temp);
input logic [63:0] RegRd;
input logic [63:0] datain, movz_temp;
output logic [63:0] result;
logic [63:0] temp;
generate
genvar i;
for ( i = 0; i<64; i++) begin:logic_loop
assign temp[i] = ((movz_temp[i]&RegRd[i])|datain[i]);
end
endgenerate
assign result = temp;
endmodule
$ cat ./constraint.sdc
current_design movk

set clk_period 1.0
set clk_io_pct 0.2

create_clock -name clk0 -period $clk_period

set non_clock_inputs [all_inputs -no_clocks]
set_input_delay [expr $clk_period * $clk_io_pct] -clock clk0 $non_clock_inputs
set_output_delay [expr $clk_period * $clk_io_pct] -clock clk0 [all_outputs]
==> results.toml <==
# implementation run metrics
[synth]
synth_chip_area_um2 = 480
yosysWarnings = 0
ys_cells = 64
postSynthAreaPerCell_um2 = 7.51
synthTopCellsByArea = "a21o_1"
yosysUniqueCellTypes = 1
ys_seq_share_pct = 0
synth.largest_area_cell = "a21o_1"
synth.cell_area_um2 = 480
synthCells = 64
netlist.area_leader.share_pct = 100

[floorplan]
io_pins = 256
core-area_um2 = 8850
die_h_um = 116
fp.dieW_um = 116
chipArea_um2 = 13500
fp_util_pct = 5.43
rows = 34

[critical_path]
endpoint = "result[35]"
worstSetupPathType = "input port to output pin"
cp.buffers_inverters = 2
cp_cell_sequence = "dlygate4sd2_1, a21o_1, clkdlybuf4s15_1"
setup.worst_path.start = "RegRd[35]"
crit_cells = 3
slowest_stage = "dlygate4sd2_1"
cp-start-kind = "input port"
cp.arrival_ns = 0.77
max_stage_delay_ns = 0.23
critPathTopFamily = "buffers and inverters"
critPathMaxFanout = 1
required_ns = 0.80
end_kind = "output pin"

[place]
dpl.hpwl_mm = 7.37
gp_congestion = 0.809
port_buffers = 256
dpl_worst_slack_ns = -0.502
place_area_um2 = 3180

[cts]
cts_hold_buf = 0
post_cts.repair.setup_buffers = 0

[hold_path]
worstHoldStart = "datain[19]"
hp-class = "input port to output pin"

[timing]
setup_violations = 0
slew_violations = 0
slew_headroom_pct = 94.6
period_needed_ns = 0.970
rsz0062_at_grt = "no"
hold_ws_ns = 0.743
fin_crit_sh_pct = 97.0
fin_ws_ns = 0.0297
worst_pin_slew_ns = 0.0805
fmax_mhz = 1030
hold_viol = 0

[global_route]
grt.total_usage_pct = 10.1
overflow = 0
grt_max_degree = 2
antenna_found_initial = 0
grt_pass1_vias = 1696
grt_pass1_wl_mm = 10.5

[power]
power_leakage_uw = 0.00162
irDropWorstVdd_uv = 108
power_frac_comb_pct = 100.0
pwr-share-clk_pct = 0
p_seq_share_pct = 0
p_sw_share_pct = 24.5
p_sw_uw = 191
power.internal_uw = 590
power_uw = 781
powerDensity_nw_per_um2 = 294

[drt]
postRouteAntennaNets = 0
drc = 0
drt_wl_total_mm = 7.74
drt_iter0_markers = 29
dr.pass1.iters = 2
via_per_inst = 3.48
dr_total_vias = 1491
diodes = 0
wl_per_cell_um = 18.1

[finish]
syn_to_final_growth_pct = 453
drive_gt1_share_pct = 17.8
final-seq-area_um2 = 0
fill_cells = 1033
seq_cells = 0
logic_area_um2 = 480
final_cell_area_um2 = 2660
clock_buffers = 0

[status]
status = "complete, no violations"

[job]
log.warning_count = 32
max_cap_violations = 0
==> power groups by stage <==
| stage | sequential [uW] | combinational, uW | clock, uW |
|---|---|---|---|
| 4_1_cts | 0 | 809 | 0 |
| 6_report | 0 | 781 | 0 |
| 5_1_grt | 0 | 861 | 0 |
==> metrics by stage <==
stage	setup TNS, ns	utilization [%]	std cells
after floorplan	0	-	64
after global placement	-28.41	35.9	428
after detailed placement	-28.43	35.9	428
after CTS	0	30.3	428
after global routing	0	30.0	428
final	0	30.0	428
==> cell families (layout without fill, tap and decap cells) <==
| logic type | count (synthesis) | in the layout | share of synthesized area [%] |
|---|---|---|---|
| AND-OR/OR-AND | 64 | 64 | 100 |
| buffers and inverters | 0 | 256 | 0 |
==> cells in the mapped netlist, drive strengths merged <==
cell,number
a21o,64
==> worst min path at each step <==
stage | end | slack [ns] | cells after the start
4_1_cts | result[19] | 0.75 | 3
5_1_grt | result[59] | 0.76 | 3
6_report | result[19] | 0.74 | 3
==> final cells by class <==
cell class	instances	share of cell area, %
multi-input cells	64	18.1
well taps	108	5.09
repair buffers	256	76.8
==> timing repair <==
item | in CTS | in global routing
hold endpoints to repair | 0 | 0
pin swaps | 63 | 1
gates resized | 386 | 5
endpoints found under the setup margin | 64 | 5
==> placed cells by master (no fill, tap or decap) <==
cell,count
dlygate4sd2_1,190
a21o_1,64
buf_2,52
clkdlybuf4s15_1,9
clkbuf_2,5
==> layer usage <==
layer / vias up / share of wire (%) / track usage, % / wire length [um]
met5: - / 0 / 0 / 0
met4: 0 / 0.25 / 0.250 / 19
met3: 2 / 14 / 4.60 / 1060
met2: 115 / 53 / 19.3 / 4070
met1: 606 / 33 / 10.4 / 2590
li1: 768 / - / - / -
No activity file was given, so power comes from the tool's default toggle rates.
