[flow/run.sh]
#!/bin/bash
# OpenROAD 26Q1-2900-gdf79404cd8, Yosys 0.63+post, stock flow scripts
make -C /OpenROAD-flow-scripts/flow DESIGN_CONFIG=/design/flow/config.mk WORK_HOME=/design/flow/orfs finish
[flow/config.mk]
export PLATFORM = sky130hd
export DESIGN_NAME = movz
export DESIGN_NICKNAME = movz
export VERILOG_FILES = /design/flow/design.v
export SDC_FILE = /design/flow/constraint.sdc
export NUM_CORES = 4
export LEC_CHECK = 1
export CORE_AREA = 10 10 70 70
export DIE_AREA = 0 0 80 80
[flow/constraint.sdc]
current_design movz

set clk_period 1.0
set clk_io_pct 0.2

create_clock -name clk0 -period $clk_period

set non_clock_inputs [all_inputs -no_clocks]
set_input_delay [expr $clk_period * $clk_io_pct] -clock clk0 $non_clock_inputs
set_output_delay [expr $clk_period * $clk_io_pct] -clock clk0 [all_outputs]
[flow/design.v]
`timescale 1ns/1ps
module mult (
	input logic		[63:0]	A, B,
	input logic					doSigned,				 
	output logic	[63:0]	mult_low, mult_high 
	);
	logic signed	[63:0]	signedA, signedB;
	logic signed	[127:0]	signedResult;
	logic				[127:0]	unsignedResult;
	always_comb begin
		signedA = A;
		signedB = B;
		signedResult = signedA * signedB;
	end
	always_comb
		unsignedResult = A * B;
	always_comb
		if (doSigned)
			{mult_high, mult_low} = signedResult;
		else
			{mult_high, mult_low} = unsignedResult;
endmodule
module shifter(
	input logic		[63:0]	value,
	input logic					direction,  
	input	logic		[5:0]		distance,
	output logic	[63:0]	result
	);
	always_comb begin
		if (direction == 0)
			result = value << distance;
		else
			result = value >> distance;
	end
endmodule
module neg_shifter(
	input logic		[63:0]	value,
	input logic					direction,  
	input	logic		[5:0]		distance,
	output logic	[63:0]	result
	);
	always_comb begin
		if (direction == 0) begin
			result = value << distance;
			result = result + 2 ** distance - 1;
		end
		else
			result = value >> distance;
	end
endmodule
module shifter_testbench();
	logic	[63:0]	value;
	logic				direction;
	logic [5:0]		distance;
	logic [63:0]	result;
	shifter dut (.value, .direction, .distance, .result);
	integer i, dir;
	initial begin
		value = 64'hDEADBEEFDECAFBAD;
		for(dir=0; dir<2; dir++) begin
			direction <= dir[0];
			for(i=0; i<64; i++) begin
				distance <= i; #10;
			end
		end
	end
endmodule
module mult_testbench();
	logic [63:0]	A, B;
	logic				doSigned;
	logic	[63:0]	mult_low, mult_high;
	logic	[127:0]	fullVal;
	mult dut (.A, .B, .doSigned, .mult_low, .mult_high);
	assign fullVal = {mult_high, mult_low};
	integer i;
	initial begin
		for(i=0; i<2; i++) begin
			doSigned <= i[0];
			A <=  0; B <=  0; #10;
			A <=  1; B <=  2; #10;
			A <= -1; B <=  1; #10;
			A <= -1; B <= -1; #10;
			A <= 5<<35; B <= 6<<35; #10;
		end
	end
endmodule
`timescale 1ns/1ps
module movz(shamt,imm16,result,rd_result);
	input logic [1:0] shamt;
	input logic [15:0] imm16;
	output logic[63:0] result;
	output logic[63:0] rd_result;
	logic [63:0] multOutLow;
	logic [63:0] multOutHigh;
	logic [5:0] shiftAmount;
	logic [63:0] Imm64;
	logic [63:0] temp;
	mult one({62'b0,shamt}, 64'b0000000000000000000000000000000000000000000000000000000000010000, 1'b0, multOutLow, multOutHigh); 
	assign shiftAmount = multOutLow[5:0];
	assign Imm64 = {48'b0, imm16};
	assign temp = {48'b111111111111111111111111111111111111111111111111,16'b0};
	shifter moveIt(Imm64, 1'b0, shiftAmount, result);
	neg_shifter move(temp, 1'b0, shiftAmount, rd_result);
endmodule 
module movk(RegRd,datain, result, movz_temp);
input logic [63:0] RegRd;
input logic [63:0] datain, movz_temp;
output logic [63:0] result;
logic [63:0] temp;
generate
genvar i;
for ( i = 0; i<64; i++) begin:logic_loop
assign temp[i] = ((movz_temp[i]&RegRd[i])|datain[i]);
end
endgenerate
assign result = temp;
endmodule
==> impl.org <==
#+TITLE: Physical design notes

** Outcome
- Result of the run :: finished with violations
- Failing checks :: setup timing

** Yosys
- Yosys Warn Count :: 3
- Yosys Chip Area :: 1130 µm²
- After synthesis, the netlist uses 11 different library cells.
- Average footprint of a synthesized cell :: 7.97 µm²
- For this run, the register share of the synthesized area comes to 0.
- The main area contributors are sky130_fd_sc_hd__buf_4, sky130_fd_sc_hd__and3b_1, sky130_fd_sc_hd__nor3b_2, sky130_fd_sc_hd__and3_1, sky130_fd_sc_hd__buf_6.
- Yosys stat cell total :: 142
- Per the synthesis report, the dominant area consumer among library cells is sky130_fd_sc_hd__buf_4.
- The synthesized netlist occupies a cell area of 1130 µm².
- Synth top area share :: 0.398
- Cells after synthesis :: 142
- In the synthesized netlist, the cells that appear most often are sky130_fd_sc_hd__buf_4, sky130_fd_sc_hd__and3b_1, sky130_fd_sc_hd__and3_1.
- Dominant cell by count in the synthesized netlist :: sky130_fd_sc_hd__buf_4

** Global routing
- In the global route stage, met3 resource usage came out at 0.0580.
- Number of antenna violations at the first check in global routing :: 0
- Vias in the first global route :: 1,560
- The first global-routing pass estimated 9150 µm of wire.
- Gr ovfl total :: 0
- On met2, the global router reports a usage of 0.325.
- Routing resource usage on met1 recorded by global route was 0.194.
- The global routing stage identified its most utilized layer as met2.
- Summed over all routing layers, the global router reports a total usage of 0.174.
- Largest net degree at the start of global routing :: 17

** Power
- In this run the VDD rail shows a maximum IR drop of 0.000203 V.
- The leakage power in the latest report is 0.00163 µW.
- Power spread over the standard cell area amounts to 386 nW/µm².

** CTS
- Number of buffers inserted by hold repair at cts :: 0

** Worst setup path
- Cell seen most often among critical-path stages :: sky130_fd_sc_hd__buf_6
- Worst setup path class :: input port to output pin
- Worst Setup End Kind :: output pin
- Critical Path Max Stage Delay :: 0.17 ns
- CP max FO :: 7
- Startpoint type of the worst setup path :: input port
- Cells along the critical path :: buf_16 -> buf_12 -> buf_6 -> buf_6 -> nor3b_2 -> buf_2
- Number of buffers and inverters on the critical path :: 5
- Cell family with most CP delay :: buffers and inverters
- Data required time at the worst endpoint :: 0.80 ns
- For the worst setup path, the data arrival time is 0.98 ns.
- The critical path's slowest stage uses the library cell sky130_fd_sc_hd__nor3b_2.

** Placement
- Dpl hpwl :: 3810 µm
- At the end of routability-driven placement, the weighted congestion stood at 0.747.
- The placement report lists the number of port buffers as 146.
- Cell Count Post-Placement :: 266

** Timing
- After layout, the worst setup slack is -0.178 ns.
- The worst pin sits at a relative slew slack of 0.898.
- In the final timing run, aggregate negative setup slack is -7.16 ns.
- Final critical path time including I/O delays and setup :: 1.18 ns
- Endpoints with negative setup slack in the final report add up to 89.
- Share of the cycle needed by the critical path after routing :: 1.18
- The final timing report lists a hold violation count of 0.
- For the pin with the worst max-slew slack, the measured transition is 0.153 ns.
- Upper clock frequency limit :: 849 MHz
- Final number of max-transition violations :: 0
- RSZ-0062 raised after global routing :: true

** Die
- The floorplan step records an initial core utilization of 0.331.
- Area of the placeable core :: 3420 µm²
- During I/O placement, the number of pins put on the boundary was 146.
- The die is 80 µm wide.
- Per the OpenROAD floorplan log, the height of the die is 80 µm.
- The floorplan step defined a die boundary enclosing 6400 µm².
- The floorplan has 21 rows.

** Drt
- For this block, the routed nets add up to 6550 µm of wire.
- Vias per inst :: 4.52
- Final antenna diode count :: 0
- In the routed design, unresolved DRC markers number 0.
- Number of violations reported at the end of detailed-routing iteration 0 :: 29
- In the final routed layout, each cell accounts on average for 19.8 µm.
- Nets still carrying antenna violations after routing amount to 0.
- Per the detail_route report, the via count comes to 1,497.
- Number of iterations in the first detailed-routing pass :: 4

** Hold path
- Hold/Removal Path Class :: input port to output pin

** Final layout
- Clock buffers in the final layout number 0.
- Flop area :: 0 µm²
- Share of layout cells above drive strength 1 :: 0.804
- Counting the fill cells in the layout gives 202.
- The design has 0 sequential cells.
- After the flow finishes, the layout carries non-filler instances totaling 331.
- Relative to the synthesized area, the layout overhead comes to 148%.

** Job
- Total of max-cap violations :: 0
- The tool warning count for the run is 35.
[placed cells by master, fill, tap and decap left out, drive strengths merged]
master	count
buf	144
clkbuf	53
and3b	32
nor3b	16
and3	16
clkdlybuf4s15	10
dlygate4sd2	7
nand2b	3
nand2	2
or2	2
[worst min-delay path: stages]
cell and delay, ns:
sky130_fd_sc_hd__buf_16 0.09, sky130_fd_sc_hd__or2_4 0.13, sky130_fd_sc_hd__buf_2 0.09
[final cells by class]
cell class | count | area, µm² | share of cell area
Multi-Input combinational cell | 71 | 716 | 0.255
Timing Repair Buffer | 214 | 2040 | 0.725
Tap cell | 46 | 57.6 | 0.0205
[power breakdown]
| part | total, µW | leakage, µW | switching [µW] | internal [µW] |
|---|---|---|---|---|
| combinational | 1090 | 0.00163 | 348 | 738 |
| clock | 0 | 0 | 0 | 0 |
| sequential | 0 | 0 | 0 | 0 |
[worst paths after layout]
check  slack [ns]  depth (start not counted)            end  startpoint
min          0.71                          3  rd_result[15]    shamt[0]
max         -0.18                          6     result[11]    shamt[1]
[per-layer routing]
metal  vias to the layer above  part of all wire  routed length [µm]
met2                        64              0.52                3420
met5                         -                 0                   0
met1                       714              0.39                2560
met4                         0                 0                   0
li1                        719                 -                   -
met3                         0             0.087                 569
[timing repair]
item | CTS | global route
buffers inserted | 42 | 15
pin swaps | 6 | 19
endpoints found under the setup margin | 128 | 110
gates cloned | 14 | 0
resized | 388 | 146
[cell families (layout without fill, tap and decap cells)]
| logic type | Yosys count | after routing | share of synthesized area |
|---|---|---|---|
| buf+inv | 74 | 214 | 0.493 |
| simple gates | 68 | 71 | 0.507 |
[through the flow]
stage	instance area [µm²]	hold slack (ns)	utilization	worst slack, ns	power (µW)
after floorplan	1140	0.489	-	0.0377	328
after global placement	2200	1.18	0.644	-0.605	754
after detailed placement	2200	1.18	0.644	-0.643	759
after CTS	2700	0.703	0.790	-0.291	968
after global routing	2810	0.719	0.823	-0.204	1160
final	2810	0.711	0.823	-0.178	1090
Power and IR drop assume default switching activity.
