`design/flow/config.mk`:
```
export PLATFORM = sky130hd
export DESIGN_NAME = control
export DESIGN_NICKNAME = control
export VERILOG_FILES = /design/flow/design.v
export SDC_FILE = /design/flow/constraint.sdc
export NUM_CORES = 4
export LEC_CHECK = 1
export CORE_AREA = 10 10 86 86
export DIE_AREA = 0 0 96 96
```
`design/flow/constraint.sdc`:
```
current_design control

set clk_period 2.8
set clk_io_pct 0.2

create_clock -name clk0 -period $clk_period

set non_clock_inputs [all_inputs -no_clocks]
set_input_delay [expr $clk_period * $clk_io_pct] -clock clk0 $non_clock_inputs
set_output_delay [expr $clk_period * $clk_io_pct] -clock clk0 [all_outputs]
```
`design/flow/design.v`:
```
`timescale 1ns/10ps
module control(inst,mux_sel,alu_op,alu_src,xfer_size,dw,negative,overflow,zero,imm26,imm19,imm12,imm9,rd,rt,rm,rn,shamt,flag,mr,imm16);
input logic [31:0] inst;
input logic negative, overflow, zero;
output logic [8:0] mux_sel,imm9;
output logic [1:0] dw, alu_src,shamt;
output logic [2:0] alu_op;
output logic [3:0] xfer_size;
output logic [25:0] imm26;
output logic [18:0] imm19;
output logic [11:0] imm12;
output logic [4:0] rd,rt,rm,rn;
output logic flag,mr;
output logic [15:0] imm16;
always_comb begin
if(inst[31:26]==6'b000101) begin  
mux_sel = 9'b110000000;
dw = 2'b00;
alu_src = 2'b00;
alu_op = 3'b000;
xfer_size = 4'b1000;
imm26 = inst[25:0];
imm19 = 19'b0;
imm12 = 12'b0;
imm9 = 9'b0;
rd = 5'b0;
rt = 5'b0;
rm = 5'b0;
rn = 5'b0;
shamt = 2'b0;
flag = 0;
mr = 0;
imm16 = 16'b0;
end
else if(inst[31:24] == 8'b01010100) begin  
mux_sel = {1'b0,(negative !== overflow), 7'b0000000};
dw = 2'b00;
alu_src = 2'b00;
alu_op = 3'b000;
xfer_size = 4'b1000;
imm26 = 26'b0;
imm19 = inst[23:5];
imm12 = 12'b0;
imm9 = 9'b0;
rd = 5'b0;
rt = 5'b0;
rm = 5'b0;
rn = 5'b0;
shamt = 2'b0;
flag = 0;
mr = 0;
imm16 = 16'b0;
end
else if(inst[31:24] == 8'b10110100) begin  
mux_sel = {1'b0,zero,7'b0000010};
dw = 2'b00;
alu_src = 2'b00;
alu_op = 3'b000;
xfer_size = 4'b1000;
imm26 = 26'b0;
imm19 = inst[23:5];
imm12 = 12'b0;
imm9 = 9'b0;
rd = 5'b0;
rt = inst[4:0];
rm = 5'b0;
rn = 5'b0;
shamt = 2'b0;
flag = 0;
mr = 0;
imm16 = 16'b0;
end
else if(inst[31:22] == 10'b1001000100) begin  
mux_sel = 9'b001000000;
dw = 2'b10;
alu_src = 2'b10;
alu_op = 3'b010;
xfer_size = 4'b1000;
imm26 = 26'b0;
imm19 = 19'b0;
imm12 = inst[21:10];
imm9 = 9'b0;
rd = inst[4:0];
rt = 5'b0;
rm = 5'b0;
rn = inst[9:5];
shamt = 2'b0;
flag = 0;
mr = 0;
imm16 = 16'b0;
end
else if(inst[31:21] == 11'b10101011000) begin  
mux_sel = 9'b001000001;
dw = 2'b10;
alu_src = 2'b00;
alu_op = 3'b010;
xfer_size = 4'b1000;
imm26 = 26'b0;
imm19 = 19'b0;
imm12 = 12'b0;
imm9 = 9'b0;
rd = inst[4:0];
rt = 5'b0;
rm = inst[20:16];
rn = inst[9:5];
shamt = 2'b0;
flag = 1;
mr = 0;
imm16 = 16'b0;
end
else if(inst[31:21] == 11'b11101011000) begin  
mux_sel = 9'b001000001;
dw = 2'b10;
alu_src = 2'b00;
alu_op = 3'b011;
xfer_size = 4'b1000;
imm26 = 26'b0;
imm19 = 19'b0;
imm12 = 12'b0;
imm9 = 9'b0;
rd = inst[4:0];
rt = 5'b0;
rm = inst[20:16];
rn = inst[9:5];
shamt = 2'b0;
flag = 1;
mr = 0;
imm16 = 16'b0;
end
else if(inst[31:21] == 11'b11111000010) begin  
mux_sel = 9'b001001010;
dw = 2'b10;
alu_src = 2'b01;
alu_op = 3'b010;
xfer_size = 4'b1000;
imm26 = 26'b0;
imm19 = 19'b0;
imm12 = 12'b0;
imm9 = inst[20:12];
rd = 5'b0;
rt = inst[4:0];
rm = 5'b0;
rn = inst[9:5];
shamt = 2'b0;
flag = 0;
mr = 1;
imm16 = 16'b0;
end
else if(inst[31:21] == 11'b00111000010) begin  
mux_sel = 9'b001011010;
dw = 2'b10;
alu_src = 2'b01;
alu_op = 3'b010;
xfer_size = 4'b0001;
imm26 = 26'b0;
imm19 = 19'b0;
imm12 = 12'b0;
imm9 = inst[20:12];
rd = 5'b0;
rt = inst[4:0];
rm = 5'b0;
rn = inst[9:5];
shamt = 2'b0;
flag = 0;
mr = 1;
imm16 = 16'b0;
end
else if(inst[31:21] == 11'b11111000000) begin  
mux_sel = 9'b000100010;
dw = 2'b00;
alu_src = 2'b01;
alu_op = 3'b010;
xfer_size = 4'b1000;
imm26 = 26'b0;
imm19 = 19'b0;
imm12 = 12'b0;
imm9 = inst[20:12];
rd = 5'b0;
rt = inst[4:0];
rm = 5'b0;
rn = inst[9:5];
shamt = 2'b0;
flag = 0;
mr = 1;
imm16 = 16'b0;
end
else if(inst[31:21] == 11'b00111000000) begin  
mux_sel = 9'b000100110;
dw = 2'b00;
alu_src = 2'b01;
alu_op = 3'b010;
xfer_size = 4'b0001;
imm26 = 26'b0;
imm19 = 19'b0;
imm12 = 12'b0;
imm9 = inst[20:12];
rd = 5'b0;
rt = inst[4:0];
rm = 5'b0;
rn = inst[9:5];
shamt = 2'b0;
flag = 0;
mr = 1;
imm16 = 16'b0;
end
else if(inst[31:23] == 9'b110100101) begin  
mux_sel = 9'b001000000;
dw = 2'b00;
alu_src = 2'b00;
alu_op = 3'b000;
xfer_size = 4'b1000;
imm26 = 26'b0;
imm19 = 19'b0;
imm12 = 12'b0;
imm9 = 9'b0;
rd = inst[4:0];
rt = 5'b0;
rm = 5'b0;
rn = 5'b0;
shamt = inst[22:21];
flag = 0;
mr = 0;
imm16 = inst[20:5];
end
else if(inst[31:23] == 9'b111100101) begin  
mux_sel = 9'b001000000;
dw = 2'b01;
alu_src = 2'b00;
alu_op = 3'b0;
xfer_size = 4'b1000;
imm26 = 26'b0;
imm19 = 19'b0;
imm12 = 12'b0;
imm9 = 9'b0;
rd = inst[4:0];
rt = 5'b0;
rm = 5'b0;
rn = 5'b0;
shamt = inst[22:21];
flag = 0;
mr = 0;
imm16 = inst[20:5];
end
else begin
mux_sel = 9'b000000000;
dw = 2'b00;
alu_src = 2'b00;
alu_op = 3'b000;
xfer_size = 4'b1000;
imm26 = 26'b0;
imm19 = 19'b0;
imm12 = 12'b0;
imm9 = 9'b0;
rd = 5'b0;
rt = 5'b0;
rm = 5'b0;
rn = 5'b0;
shamt = 2'b0;
flag = 0;
mr = 0;
imm16 = 16'b0;
end
end
endmodule
```
`design/flow/run.sh`:
```
#!/bin/bash
# OpenROAD 26Q1-2900-gdf79404cd8, Yosys 0.63+post, stock flow scripts
make -C /OpenROAD-flow-scripts/flow DESIGN_CONFIG=/design/flow/config.mk WORK_HOME=/design/flow/orfs finish
```
==> flow_results.org <==
#+TITLE: Physical design notes

** Run status
- The run finished with clean final reports.

** Clock network
- The post-CTS hold buffer count recorded in the log is 0.

** Drt
- Amount of wire on met2 after detailed routing :: 3.53 mm
- Number of vias per cell after detailed routing :: 4.36
- The DRC violation total left in the routed layout is recorded as 0.
- In this run, the number of DRC markers left after iteration 0 of detailed routing was 12.
- Top Layer Used :: met4
- Routed length per instance :: 16.8 um
- Total iterations of the first detailed-routing run :: 4
- Met3 routed wirelength :: 1.07 mm
- Number of antenna-violating nets in the routed design :: 0
- The routed wirelength on the met1 layer is recorded as 3.19 mm.
- Drt total wl :: 7.84 mm
- Via count :: 2,033
- Number of diodes added for antenna fixing :: 0

** Synthesis
- The synthesized netlist was found by Yosys to have 172 cells.
- The largest total area in the synthesized netlist belongs to sky130_fd_sc_hd__and2_1.
- Distinct cell type count after synthesis :: 39
- The top cell type by area accounts for 48.6% of the synthesized area.
- Before any placement, the netlist area is recorded as 0.00116 mm2.
- Yosys synthesis chip area :: 0.00116 mm2
- Synth Warn # :: 1
- The average instance in the mapped netlist occupies 6.74 um2.
- Most area-consuming cells after synthesis :: sky130_fd_sc_hd__and2_1 (49%), sky130_fd_sc_hd__a2111oi_4 (4.8%), sky130_fd_sc_hd__a21boi_1 (4.5%), sky130_fd_sc_hd__buf_4 (3.9%), sky130_fd_sc_hd__and3_1 (2.7%)
- Gate count after technology mapping :: 172
- For this run, the register share of the synthesized area comes to 0%.

** Worst setup path
- At the worst endpoint, the arrival time is 2.21 ns.
- Crit path largest cell delay :: 0.55 ns
- Worst setup path category :: in -> out
- Slowest cell on the critical path :: sky130_fd_sc_hd__or4b_4
- STA classifies the critical path endpoint as a primary output.
- Worst-path fanout max :: 8
- The timing report shows the most common cell along the critical path to be sky130_fd_sc_hd__buf_6.
- Required @ worst endpoint :: 2.24 ns
- The worst setup path is launched from an input pin.
- The cell sequence reported for the critical path is buf_2 > or4b_4 > buf_6 > nor2_4 > buf_6 > and2_1 > clkdlybuf4s50_1.

** Finish
- Storage cell area :: 0 um2
- The final report lists a non-filler cell total of 466.
- The layout has 0 clock buffers.
- Fill cells :: 460
- The area growth from synthesis to layout is 205%.
- At the end of the flow the core is filled with cells to 63.9%.
- Registers :: 0
- Cells with a size suffix above 1 make up 34.3% of the layout.

** GRT
- Wire length of the first global-routing pass :: 10.9 mm
- Gr usage total :: 14.6%
- Entering global routing, the biggest net connects 19 pins.
- Initial antenna violation count :: 0
- Vias in the first global route :: 1,991
- Recorded from the global router log, the overflow total was 0.

** Power
- Leakage dissipation :: 2.01 nW
- The switching component of the power was reported as 0.0000617 W.
- The power report shows net switching accounting for 41.0% of the total.
- Internal power comes to 0.0000887 W.
- Overall power of the completed layout :: 0.000150 W
- Power density over cell area :: 42.5 mW/mm2
- Part of the total power dissipated in the clock network :: 0%
- Fraction of power consumed by combinational cells :: 100.0%
- Largest vdd supply drop :: 0.0544 mV
- Per report_power, the sequential group accounts for 0% of the total.

** Floorplan
- Total number of placement rows :: 27
- Horizontal die size :: 96 um
- Per the OpenROAD floorplan log, the area of the core is 0.00554 mm2.
- Die outline height :: 96 um
- After floorplanning, the die was sized to cover 0.00922 mm2.
- I/O pin count :: 161
- Pre-placement core utilization :: 20.9%

** Flow run
- Total of max-cap violations :: 0
- Warnings raised by the tools during the run amount to 33.

** Place
- In this run, placement finished with an instance count of 422.
- Note, the detailed placer reported a final HPWL of 5.90 mm.
- The placement summary gives the final routability congestion estimate as 0.885.
- Per the placement log, port buffering inserted 158 buffers.

** Final timing
- Final tally of hold violations :: 0
- Fin Hold WS :: 1.58 ns
- Final setup violation count :: 0
- Final period util :: 99.0%
- For this run, the top clock speed supported by timing is 361 MHz.
- Final tally of max-slew violations :: 0
- Clock period minus worst slack :: 2.77 ns

** Hold path
- Class of the tightest hold or removal check :: in -> out
## cells in the mapped netlist (all sizes together) (2+ instances only)
cell,number
and3,5
nor3b,2
or4b,2
and2,90
nor2,9
nor3,2
a2111oi,3
a21boi,7
buf,13
nand2b,2
nor4,3
inv,6
nand2,5
clkbuf,4
nand3,4
## per-stage QoR
stage          setup slack [ns]  setup TNS (ns)  cell area [um2]
3_3_place_gp             -0.511          -40.24             3030
3_5_place_dp             -0.520          -39.74             3030
4_1_cts               -0.000689       -0.000689             3320
5_1_grt                 -0.0254          -0.250             3540
6_report                 0.0285               0             3540
2_1_floorplan             0.497               0             1170
## power by group through the flow
stage	Sequential (W)	Clock [W]	Combinational (W)
CTS	0	0	0.000141
global route	0	0	0.000162
finish	0	0	0.000150
## critical path, delay by kind of cell
family                 cells  cell delay [ns]
buffers and inverters      4             0.85
AND/OR/NAND/NOR            3             0.79
## final timing paths
path | start | to | cells after the start
setup / recovery | inst[23] | rm[0] | 7
hold / removal | inst[30] | alu_op[0] | 4
## placed cells by master, fill, tap and decap left out, types with 4 or more instances in the layout
master                             n
sky130_fd_sc_hd__clkdlybuf4s50_1  84
sky130_fd_sc_hd__and2_1           79
sky130_fd_sc_hd__nor2_1            5
sky130_fd_sc_hd__buf_2            15
sky130_fd_sc_hd__and2_4           11
sky130_fd_sc_hd__dlygate4sd2_1    36
sky130_fd_sc_hd__buf_6            22
sky130_fd_sc_hd__nand2_1           5
sky130_fd_sc_hd__dlymetal6s2s_1   17
sky130_fd_sc_hd__inv_1             5
sky130_fd_sc_hd__a21boi_1          6
sky130_fd_sc_hd__buf_4            52
sky130_fd_sc_hd__buf_12            4
## layout make-up
cell class / count / area [um2] / area share (%)
multi-input cells: 151 / 1180 / 33.3
well taps: 72 / 90.1 / 2.55
repair buffers: 237 / 2240 / 63.4
inverters: 6 / 25.0 / 0.707
## per-layer routing
layer	global-route usage, %	up-vias
met3	5.82	4
met4	0.614	0
met2	25.8	114
met5	0	-
met1	17.0	915
li1	-	1000
## logic make-up after synthesis
| family | Yosys count | share of synthesized area [%] |
|---|---|---|
| AOI/OAI and AO/OA | 16 | 14.8 |
| xor gates and xnor gates | 2 | 1.51 |
| buffers and inverters | 23 | 12.0 |
| other | 1 | 0.324 |
| and+or+nand+nor | 130 | 71.4 |
## what timing repair did
item	CTS	global route
endpoints found under the hold margin	0	0
endpoints found under the setup margin	123	54
pin swaps	10	9
buffers inserted	26	15
gates resized	146	37
cloned	2	2
Power figures rest on the tool's default switching activity, not on a simulated workload.
